[design/flow/config.mk]
export PLATFORM = sky130hd
export DESIGN_NAME = dual_port_ram_sync
export DESIGN_NICKNAME = dual_port_ram_sync
export VERILOG_FILES = /design/flow/design.v
export SDC_FILE = /design/flow/constraint.sdc
export NUM_CORES = 4
export LEC_CHECK = 1
export CORE_UTILIZATION = 30
[design/flow/constraint.sdc]
current_design dual_port_ram_sync

set clk_period 18.0
set clk_io_pct 0.2

create_clock -name clk0 -period $clk_period [get_ports {clk}]

set non_clock_inputs [all_inputs -no_clocks]
set_input_delay [expr $clk_period * $clk_io_pct] -clock clk0 $non_clock_inputs
set_output_delay [expr $clk_period * $clk_io_pct] -clock clk0 [all_outputs]
[design/flow/design.v]
module dual_port_ram_sync
#(
  parameter ADDR_WIDTH = 6,
  parameter DATA_WIDTH = 8
)
(
  input  wire                  clk,
  input  wire                  we,
  input  wire [ADDR_WIDTH-1:0] addr_a,
  input  wire [ADDR_WIDTH-1:0] addr_b,
  input  wire [DATA_WIDTH-1:0] din_a,
  output wire [DATA_WIDTH-1:0] dout_a,
  output wire [DATA_WIDTH-1:0] dout_b
);
reg [DATA_WIDTH-1:0] ram [2**ADDR_WIDTH-1:0];
reg [ADDR_WIDTH-1:0] q_addr_a;
reg [ADDR_WIDTH-1:0] q_addr_b;
always @(posedge clk)
  begin
    if (we)
        ram[addr_a] <= din_a;
    q_addr_a <= addr_a;
    q_addr_b <= addr_b;
  end
assign dout_a = ram[q_addr_a];
assign dout_b = ram[q_addr_b];
endmodule
module single_port_ram_sync
#(
  parameter ADDR_WIDTH = 6,
  parameter DATA_WIDTH = 8
)
(
  input  wire                  clk,
  input  wire                  we,
  input  wire [ADDR_WIDTH-1:0] addr_a,
  input  wire [DATA_WIDTH-1:0] din_a,
  output wire [DATA_WIDTH-1:0] dout_a
);
reg [DATA_WIDTH-1:0] ram [2**ADDR_WIDTH-1:0];
reg [ADDR_WIDTH-1:0] q_addr_a;
always @(posedge clk)
  begin
    if (we)
        ram[addr_a] <= din_a;
    q_addr_a <= addr_a;
  end
assign dout_a = ram[q_addr_a];
endmodule
[design/flow/run.sh]
#!/bin/bash
# OpenROAD 26Q1-2900-gdf79404cd8, Yosys 0.63+post, stock flow scripts
make -C /OpenROAD-flow-scripts/flow DESIGN_CONFIG=/design/flow/config.mk WORK_HOME=/design/flow/orfs finish
==> results.rst <==
Metrics
=======

.. list-table::
   :header-rows: 1

   * - Metric
     - Value
   * - Worst-path maximum fanout
     - 33
   * - Comb. cell area
     - 8100 um^2
   * - Arrival time worst endpoint
     - 4.52 ns
   * - Quantity of hold-fixing buffers added after cts
     - 0
   * - Post-synthesis chip area from yosys
     - 24200 um^2
   * - Switching portion of total power
     - 0.219
   * - Layout cell share with drive strength beyond 1
     - 0.327
   * - Tool Warnings
     - 25
   * - Relative slew slack
     - 0.287
   * - Clock power share
     - 0.421
   * - TritonRoute pass-1 iters
     - 5
   * - Max-capacitance violation count
     - 0
   * - Comb power frac
     - 0.077
   * - Top area contributor share
     - 0.635
   * - Residual DRC count
     - 0
   * - Number of distinct library cells after synthesis
     - 38
   * - Post-layout period usage of the worst path
     - 0.451
   * - Area of the core
     - 79400 um^2
   * - Clock tree from TritonCTS
     - yes
   * - Share of the yosys chip area belonging to registers
     - 0.645
   * - NetSw
     - 0.595 mW
   * - Outcome
     - complete, no violations
   * - Final setup TNS
     - 0 ns
   * - WS Path Type
     - register to output pin
   * - Cell type with the largest total area after synthesis
     - sky130_fd_sc_hd__edfxtp_1
   * - Initial antenna violation count
     - 1
   * - Worst setup timing slack at the placement stage
     - 10.41 ns
   * - Largest register FFs
     - 512
   * - Number of cell rows
     - 103
   * - IO Pins
     - 38
   * - Cell area power density
     - 98.1 nW/um^2
   * - Fill cell total of the finished layout
     - 7326
   * - Most frequent cells after synthesis
     - sky130_fd_sc_hd__edfxtp_1, sky130_fd_sc_hd__mux4_2, sky130_fd_sc_hd__nor2_1
   * - Placed cell areas
     - 25900 um^2
   * - Synthesized area divided by synthesized cell count
     - 20.0 um^2
   * - Syn Inst Count
     - 1207
   * - IR drop worst, VDD
     - 0.0650 mV
   * - Setup Viol. Count Final
     - 0
   * - CTS buffer count
     - 53
   * - Wire length reported by the detailed router
     - 65.9 mm
   * - Vertical die size
     - 286 um
   * - Maximum clock frequency
     - 0.123 GHz
   * - Routability Congestion
     - 0.912
   * - Final design area excluding fillers
     - 27700 um^2
   * - Root Buffer Master
     - sky130_fd_sc_hd__clkbuf_16
   * - Mean routed wirelength per cell
     - 27.8 um
   * - Fraction of power consumed by sequential logic
     - 0.501
   * - Number of placed cells counting well taps
     - 2271
   * - Largest registers
     - ram x512
   * - Cell total in the yosys stat output
     - 1207
   * - Worst hold path type
     - input port to register
   * - Standby leakage power
     - 8.59 nW
   * - Initial Utilization
     - 0.305
   * - Antenna viol nets, final
     - 0
   * - Post-synth area hogs
     - sky130_fd_sc_hd__edfxtp_1, sky130_fd_sc_hd__mux4_2, sky130_fd_sc_hd__mux2i_1
   * - Post-synthesis sequential element count
     - 524
   * - Number of port buffers
     - 37
   * - Post-route non-filler standard cell count
     - 2367
   * - Worst Setup Start Kind
     - register
   * - Post-cts gate resize count
     - 0
   * - Post-detail-place hpwl
     - 41.8 mm
   * - Total inserted antenna cells
     - 0
   * - Vias per std cell
     - 5.48
   * - Residual overflow from global routing
     - 0
   * - First-pass GRT wire length
     - 96.4 mm
   * - Final tally of hold violations
     - 0
   * - Sinks on Clock Net
     - 524
   * - Maximum buffer depth of the clock tree
     - 3
   * - Pin count of the biggest net entering global routing
     - 89
   * - Total GRT Usage
     - 0.175
   * - Chip area
     - 81800 um^2
   * - Via count of the first global-routing pass
     - 14600
   * - Depth of the CTS H-tree
     - 2
   * - Least-Margin Pin Slew
     - 1.07 ns
   * - Setup ws final
     - 9.88 ns
   * - Minimum clock period after layout
     - 8.12 ns
   * - Count of library flops with an enable pin
     - 512
   * - Setup repair after global routing missed its margin
     - false
   * - Number of vias in the routed layout
     - 13000
   * - Yosys warning total
     - 1
   * - Critical path endpoint category
     - output pin
   * - Clock-pin slew on the worst setup and hold paths
     - 0.06 ns
   * - Horizontal die size
     - 286 um
   * - Number of slew-limit violations in the final report
     - 0
   * - Biggest register
     - ram
   * - Setup bufs post-CTS
     - 0
   * - Post-Syn Area
     - 24200 um^2
   * - Async set or reset register ratio after synthesis
     - 0
   * - Synthesis-to-finish area growth
     - 14.6%
   * - Register Area
     - 15600 um^2
   * - Violation count after the first detailed-route iteration
     - 817
   * - Primary FF master, synth
     - sky130_fd_sc_hd__edfxtp_1
   * - Cell internal power dissipation
     - 2.12 mW
   * - CP required
     - 14.40 ns
   * - Cell with the most instances after synthesis
     - sky130_fd_sc_hd__edfxtp_1
[per-stage QoR]
| step | hold slack, ns | total power [mW] | utilization |
|---|---|---|---|
| 2_1_floorplan | 3.63 | 1.51 | - |
| 3_3_place_gp | 4.05 | 1.60 | 0.327 |
| 3_5_place_dp | 4.05 | 1.60 | 0.327 |
| 4_1_cts | 3.41 | 2.74 | 0.349 |
| 6_report | 3.43 | 2.72 | 0.349 |
| 5_1_grt | 3.43 | 2.80 | 0.349 |
[routing by layer]
layer  wire length [um]  track usage
met3              10200        0.125
met2              31000        0.261
met1              22800        0.211
met5                114       0.0174
met4               1760       0.0373
[cell usage in the layout, fill, tap and decap left out, drive strengths merged, types with 8 or more instances in the layout]
master	Yosys	final
buf	59	78
mux4	270	270
nand2	28	28
o22ai	20	20
bufinv	0	9
nor2	75	75
o21ai	24	24
a21oi	10	10
a22oi	14	14
clkdlybuf4s50	0	29
clkinv	0	12
dfxtp	12	12
nand3	20	20
edfxtp	512	512
nor2b	8	8
clkbuf	34	72
mux2i	66	66
[power by group through the flow]
| stage | clock [mW] | sequential (mW) | combinational (mW) |
|---|---|---|---|
| 4_1_cts | 1.17 | 1.36 | 0.211 |
| 5_1_grt | 1.21 | 1.36 | 0.224 |
| 6_report | 1.14 | 1.36 | 0.210 |
[critical path, cell delays in order (launching register included)]
cell	delay [ns]
sky130_fd_sc_hd__dfxtp_4	0.70
sky130_fd_sc_hd__buf_4	0.68
sky130_fd_sc_hd__buf_4	0.63
sky130_fd_sc_hd__mux4_2	0.58
sky130_fd_sc_hd__mux4_2	0.51
sky130_fd_sc_hd__nand3_1	0.12
sky130_fd_sc_hd__nand3_1	0.18
sky130_fd_sc_hd__clkdlybuf4s50_1	0.46
[final timing paths]
kind / cells after the start / end / from
worst max-delay path: 7 / dout_b[7] / register
worst min-delay path: 1 / register / addr_b[2]
[cell families after synthesis]
kind of cell	Yosys count	synth area share
mux	338	0.280
compound gates	100	0.0282
buf+inv	96	0.0199
simple gates	149	0.0269
flops	524	0.645
[final cells by class]
cell class	count	area share
Sequential cell	524	0.564
Multi-Input combinational cell	587	0.292
Timing Repair Buffer	107	0.0313
Tap cell	1050	0.0474
Clock inverter	24	0.0130
Inverter	3	0.000406
Clock buffer	72	0.0515
No activity file was given, so power comes from the tool's default toggle rates.
